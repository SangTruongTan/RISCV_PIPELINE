===== design/flow/config.mk =====
export PLATFORM = sky130hd
export DESIGN_NAME = DFF_ex
export DESIGN_NICKNAME = DFF_ex
export VERILOG_FILES = /design/flow/design.v
export SDC_FILE = /design/flow/constraint.sdc
export NUM_CORES = 4
export LEC_CHECK = 1
export CORE_AREA = 10 10 225 225
export DIE_AREA = 0 0 235 235

===== design/flow/constraint.sdc =====
current_design DFF_ex

set clk_period 1.0
set clk_io_pct 0.2

create_clock -name clk0 -period $clk_period [get_ports {clk}]

set non_clock_inputs [all_inputs -no_clocks]
set_input_delay [expr $clk_period * $clk_io_pct] -clock clk0 $non_clock_inputs
set_output_delay [expr $clk_period * $clk_io_pct] -clock clk0 [all_outputs]

===== design/flow/design.v =====
module DFF_ex 
#(  parameter N = 182 )
(
    input   clk,
    input   rst,
    input   en,
    input   [N-1:0] D,
    output reg [N-1:0] Q 
);
initial begin
  Q = {N{1'b0}};
end
always@(posedge clk )
begin
  if(rst)
    Q <= {N{1'b0}};
  else 
    if (en)
    Q <= D;
end
endmodule

===== design/flow/run.sh =====
#!/bin/bash
# OpenROAD 26Q1-2900-gdf79404cd8, Yosys 0.63+post, stock flow scripts
make -C /OpenROAD-flow-scripts/flow DESIGN_CONFIG=/design/flow/config.mk WORK_HOME=/design/flow/orfs finish

==> results.rst <==
Flow metrics
------------

.. list-table::
   :header-rows: 1

   * - Metric
     - Value
   * - Global-route usage over all layers
     - 8.22%
   * - Instance count on the critical path
     - 1
   * - Arrival time of the worst setup path
     - 0.93 ns
   * - Post-synthesis cell count from yosys
     - 586
   * - Final core area utilization
     - 24.4%
   * - Port bufs
     - 366
   * - Final Hold Violation Tally
     - 0
   * - Via density
     - 3.44
   * - Slew of the pin with the lowest slew margin
     - 0.362 ns
   * - Clock-pin slew on the worst setup and hold paths
     - 0.08 ns
   * - Critical path, cell by cell
     - buf_6
   * - Crit path from
     - Q[166]
   * - Destination of the critical timing path
     - Q[166]
   * - RSZ-0062 raised after global routing
     - yes
   * - Number of buffers inserted by hold repair at cts
     - 0
   * - Flip-flop count of the largest register after layout
     - 182
   * - Design Area, Final
     - 11100 um^2
   * - Wire per inst
     - 14.5 um
   * - Number of standard cells after synthesis
     - 586
   * - Violated checks
     - negative setup slack
   * - Cell row count
     - 78
   * - Final worst path period need
     - 1.13 ns
   * - Critical R2R Capture
     - Q[80]
   * - Max Cap Viol
     - 0
   * - Top Family by Delay on Critical Path
     - flip-flops
   * - Remaining global-route overflow
     - 0
   * - Tally of unique sky130hd cells used after synthesis
     - 8
   * - Antenna Nets Post-Route
     - 0
   * - Number of CTS-inserted buffers
     - 17
   * - Power density of the placed cells
     - 1530 nW/um^2
   * - First-pass GRT wire length
     - 35700 um
   * - Number of remaining DRC errors
     - 0
   * - Count of antenna diodes in the layout
     - 0
   * - Worst rel slew slack
     - 75.9%
   * - Static power due to leakage
     - 5.22 nW
   * - Final worst path period share
     - 113%
   * - Largest registers
     - Q: 182 flops
   * - Required time of the critical path
     - 0.80 ns
   * - Worst setup EP type
     - primary output
   * - Share of post-route cells with drive strength above 1
     - 45.3%
   * - Synth warnings
     - 1
   * - Cell at the root of the clock tree
     - clkbuf_16
   * - Final clock skew
     - 0 ns
   * - Wire length after detailed routing
     - 23100 um
   * - DRC marker count from the first detailed-route iteration
     - 130
   * - Max Clk Rate
     - 889 MHz
   * - # H-tree levels
     - 4
   * - Area enclosed by the die boundary
     - 55200 um^2
   * - Worst Slack Setup Final
     - -0.125 ns
   * - Count of boundary I/O pins
     - 367
   * - Area grow syn2layout
     - 72.5%
   * - Sequential fraction of the synthesis area
     - 56.5%
   * - Kind of path behind the tightest hold check
     - primary input to register
   * - Clk ins delay skew pair
     - 0.47 ns
   * - Run status
     - finished with violations
   * - Core utilization at floorplan
     - 14.1%
   * - Cell Area, Synth
     - 6440 um^2
   * - TritonCTS clock tree
     - yes
   * - Vias post-DR
     - 5506
   * - Max Fanout on Critical Path
     - 2
   * - Slowest stage cell, crit path
     - dfxtp_2
   * - Floorplan core area
     - 45600 um^2
   * - Chip Width
     - 235 um
   * - Buffers and inverters on the worst path
     - 1
   * - Via count of the first global-routing pass
     - 5708
   * - Number of max-slew violations in the final report
     - 0
   * - Commonest non-fill, non-tap cells in the layout
     - 182 x dfxtp_2, 182 x mux2i_1, 182 x nor2_1, 182 x clkdlybuf4s50_1, 163 x buf_2
   * - Die Y
     - 235 um
   * - HPWL Detailed
     - 17500 um
   * - Number of sinks handled by clock tree synthesis
     - 182
   * - Peak VDD IR
     - 1.08 mV
   * - Highest cell delay on the worst timing path
     - 0.33 ns
   * - Final Wtd Congestion
     - 0.776
   * - Antenna violations before repair
     - 1
   * - Flops after synth
     - 182
   * - Synthesized chip area reported by yosys
     - 6440 um^2
   * - Worst Setup Path Type
     - register to primary output
   * - Pin count of the biggest net entering global routing
     - 70
   * - Number of cells on the worst reg-to-reg path
     - 3
   * - R2r startpoint
     - Q[80]
   * - CP Launch Type
     - register
   * - Drt first pass iters
     - 4
   * - Post-Place Cell Area
     - 11100 um^2
   * - Smallest hold slack
     - 0.0924 ns
   * - Maximum buffer depth of the clock tree
     - 2
   * - Setup violation total in the final timing report
     - 182
   * - Worst reg-to-reg setup slack
     - 0.25 ns
   * - Number of warnings in the stage logs
     - 27
   * - Register with the most flip-flops
     - Q
   * - Mean cell area of the mapped netlist
     - 11.0 um^2
==> layer usage <==
layer / part of all wire, % / vias to the layer above / track usage [%]
met5: 0 / - / 0
met4: 1.8 / 0 / 1.23
met3: 12 / 20 / 4.39
met2: 44 / 260 / 12.5
met1: 43 / 2495 / 10.3
li1: - / 2731 / -
==> stage by stage <==
step	total power, mW	setup WS (ns)	setup TNS [ns]	cells
after floorplan	8.84	0.106	0	586
after global placement	10.8	-0.106	-6.15	1560
after detailed placement	10.8	-0.118	-7.20	1560
after CTS	17.4	-0.192	-30.20	1595
after global routing	17.9	-0.191	-28.85	1599
final	17.0	-0.125	-19.13	1599
==> synth_stat cells <==
cell | number | area (um^2)
buf_2 | 2 | 10.0
buf_6 | 18 | 203
buf_4 | 2 | 15.0
mux2i_1 | 182 | 1820
nor2_1 | 182 | 683
clkbuf_1 | 15 | 56.3
buf_1 | 3 | 11.3
dfxtp_1 | 182 | 3640
==> area by class of cell <==
type | count | area, um^2
timing repair buffer | 421 | 3430
fill | 4848 | 34500
sequential | 182 | 3870
clock buffer | 17 | 425
tap | 600 | 751
multi-input combinational | 364 | 2500
clock inverter | 15 | 136
==> where the power goes <==
part           internal, mW  switching [mW]  leakage, nW
Sequential             7.76           0.208         1.57
Clock                  3.27            3.36        0.264
Combinational          1.56           0.832         3.39
==> kinds of logic (layout without fill, tap and decap cells) <==
family	count (synthesis)	count (layout)	synth area share [%]
buf+inv	40	453	4.58
flops	182	182	56.5
mux	182	182	28.3
simple gates	182	182	10.6
==> timing repair <==
action / CTS / global route
setup buffers: 3 / 4
resized: 782 / 9
endpoints found under the setup margin: 182 / 182
hold endpoints to repair: 0 / 0
==> how the worst min path moves through the flow <==
stage / startpoint / end / cells after the start
4_1_cts: rst / Q[165] / 3
5_1_grt: rst / Q[171] / 3
6_report: rst / Q[171] / 3
Power figures rest on the tool's default switching activity, not on a simulated workload.
