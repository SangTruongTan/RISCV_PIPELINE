==> flow/design.v <==
module DFF_reg 
#(  parameter N = 182 )
(
    input   clk,
    input   rst,
    input   en,
    input   [N-1:0] D,
    output reg [N-1:0] Q 
);
initial begin
  Q = {N{1'b0}};
end
always@(posedge clk )
begin
  if(rst)
    Q <= {N{1'b0}};
  else 
    if (en)
    Q <= D;
end
endmodule
==> flow/run.sh <==
#!/bin/bash
# OpenROAD 26Q1-2900-gdf79404cd8, Yosys 0.63+post, stock flow scripts
make -C /OpenROAD-flow-scripts/flow DESIGN_CONFIG=/design/flow/config.mk WORK_HOME=/design/flow/orfs finish
==> flow/constraint.sdc <==
current_design DFF_reg

set clk_period 1.1
set clk_io_pct 0.2

create_clock -name clk0 -period $clk_period [get_ports {clk}]

set non_clock_inputs [all_inputs -no_clocks]
set_input_delay [expr $clk_period * $clk_io_pct] -clock clk0 $non_clock_inputs
set_output_delay [expr $clk_period * $clk_io_pct] -clock clk0 [all_outputs]
==> flow/config.mk <==
export PLATFORM = sky130hd
export DESIGN_NAME = DFF_reg
export DESIGN_NICKNAME = DFF_reg
export VERILOG_FILES = /design/flow/design.v
export SDC_FILE = /design/flow/constraint.sdc
export NUM_CORES = 4
export LEC_CHECK = 1
export CORE_UTILIZATION = 30
==> notes.md <==
Summary of implementation figures.

CTS
In this run the deepest clock path goes through 2 buffers. For reference, the clock transition at the flip-flops on the worst setup and hold paths is ~0.070 ns. The skew report gives the latency at the later pin of the worst-skew pair as between 0.4 and 0.5 ns.

The number of H-tree branching levels is 4. The master cell of the clock root buffer is sky130_fd_sc_hd__clkbuf_16. The TritonCTS clock tree is yes. The number of CTS-inserted buffers is 17. The number of hold buffers added after cts is 0. The CTS log lists the clock sinks for this run as roughly 180.

Yosys
In the synthesized netlist the async set-or-reset flop fraction comes to 0%. The fraction of synthesized cell area taken by the top area cell type is a little under three fifths. The number of enable-type register cells in the synthesized netlist is 0. In this run, distinct cell masters in the synthesized netlist total 8. The cell count after synthesis is 586. Post-synthesis, Yosys gives the total cell area as roughly 0.0064 sq mm.

By area the synthesized netlist is led by sky130_fd_sc_hd__dfxtp_1 (57%), sky130_fd_sc_hd__mux2i_1 (28%), sky130_fd_sc_hd__nor2_1 (11%), sky130_fd_sc_hd__buf_6 (3.1%), sky130_fd_sc_hd__clkbuf_1 (0.87%). Sequential elements use between 50% and 60% of the synthesized area. The number of cell instances after yosys synthesis is approximately 590. The post-synth register bit count is between 150 and 200. The yosys synthesis warning count is 1. The mean instance size in the synthesized netlist is between 10 and 15 sq um. The synthesized design spends more area on one cell type than any other, namely sky130_fd_sc_hd__dfxtp_1. The cell area after technology mapping is roughly 0.0064 sq mm. The commonest cells after synthesis are sky130_fd_sc_hd__dfxtp_1 (182), sky130_fd_sc_hd__mux2i_1 (182), sky130_fd_sc_hd__nor2_1 (182). The most frequently used flop master after synthesis is sky130_fd_sc_hd__dfxtp_1.

Route
In the routed netlist, the antenna diode instances number 0. The count of antenna-violating nets left after detailed routing is 0. The routed layout reports a DRC error count of 0. The initial DRC count is ~180. The length of the first detailed-routing pass in iterations is 4.

The total routed wirelength is between 15,000 and 20,000 microns. Per the detail_route report, routed wire per instance is approximately 16 microns. Per the detail_route report, the via count comes to around 5.3k. The detail-routed via count per cell is around 4.3.

Global routing
The via count of the first global-routing pass came to 5,038. The global-route total usage across every layer is between 10% and 20%. The remaining global-route overflow is 0. The first global-routing pass estimated approximately 28,000 microns of wire. The initial antenna violation count is 0.

Entering global routing, the biggest net connects approximately 82 pins.

STA
The setup-violating endpoint count in the final report is 0. The actual transition at the worst max-transition pin is 0.4160 ns. The achievable clock frequency is 0.9143 GHz. After layout, the minimum clock period comes to between 1 and 1.5 ns. Setup repair after global routing could not meet its margin everywhere. The worst path meets setup with roughly 0.0063 ns of slack. The final tally of hold violations is 0. Counting pins that exceed their max-slew limit in the final report gives 0.

For the final database, setup skew stands at 0 ns. The setup TNS after final layout is 0 ns. The share of the clock period used by the worst path is between 90% and 100%.

The worst-case headroom to the max-slew limit is roughly 72%.

Critical path
The report shows a maximum critical-path fanout of 2. The critical path is of the reg -> out type. Looking at the critical path, the single cell with the biggest stage delay is sky130_fd_sc_hd__dfxtp_2. At the worst endpoint, the required time is 0.88 ns. According to the timing report, the arrival time at the worst endpoint equals roughly 0.87 ns.

STA classifies the critical path endpoint as a primary output. The largest single stage delay on the critical path is 0.35 ns. The sum of buffers and inverters on the critical path is 1. In this run the critical path is formed by buf_2.

The startpoint type of the worst setup path is a register. Among cell families on the critical path, the largest total delay comes from flip-flops.

Job
The tool warning count for the run is 27. The report counts max-capacitance violations totalling 0.

Place
The placed cell area is about 0.010 sq mm. The count of buffers inserted at the top-level ports is 366. The worst slack after detailed placement is -0.008688 ns. The number of placed instances, taps included, is 1,205. The wire-length estimate of the detail-placed layout is 14,020 microns.

The global placer's final weighted congestion is just under 0.8.

Finish
The number of flip-flops in the largest register is roughly 180. The area growth from synthesis to layout is 62.39%. The largest registers in the layout are Q: 182 flops. Ranked by flip-flop count, first place goes to Q. The share of final-layout standard cells stronger than drive strength 1 is a little over two fifths. The final report lists a non-filler cell total of approximately 1.2k.

The final design instance area without fill is between 0.01 and 0.015 sq mm. The core occupancy in the finished layout is around half. The fill cell instance count of the final layout is a little under 2k.

Power
For this design the static power due to leakage is 5.080 nW. Dividing total power by cell area gives a power density of between 1000 and 1500 mW/mm^2. The worst ir drop on vdd is 0.0008983 V.

Die
Per the OpenROAD floorplan log, the area of the core is ~0.021 sq mm. The count of standard-cell rows is 53. The full die area is 0.02207 sq mm.

From bottom edge to top edge, the die measures between 100 and 150 microns. In this run the horizontal extent of the chip is ~150 microns. In the floorplan report the effective utilization is approximately 31%. The I/O pin total is between 300 and 400.

Outcome
The flow ran to the end, and the final reports show no timing, DRC or antenna violations.

Min path
The worst hold-check path type is in -> reg.
## worst paths after layout
kind | to | cells past startpoint | from | slack, ns
max reg2reg | Q[8] | 3 | Q[8] | 0.37
min | Q[27] | 3 | en | 0.22
max | Q[49] | 1 | Q[49] | 0.006
min reg2reg | Q[100] | 2 | Q[100] | 0.48
## tightest hold or removal path: cells and delay by family
kind,cells,cell delay [ns]
simple gates,1,0.07
buf+inv,1,0.16
mux,1,0.14
## logic make-up after synthesis
logic type	after synthesis	share of synthesized area, %
multiplexers	182	28.27
buffers and inverters	40	4.582
flip-flops	182	56.54
AND/OR/NAND/NOR	182	10.60
## metrics by stage
stage / power (mW) / hold slack [ns]
3_3_place_gp: 9.679 / 0.4710
2_1_floorplan: 8.037 / 0.3668
6_report: 15.41 / 0.2215
3_5_place_dp: 9.683 / 0.4809
4_1_cts: 15.62 / 0.2147
5_1_grt: 16.12 / 0.2194
## cell usage in the layout (no fill, tap or decap), drive strengths merged
cell type / instances
mux2i: 182
clkdlybuf4s50: 182
bufinv: 1
buf: 207
clkinv: 5
inv: 5
clkinvlp: 1
clkbuf: 20
nor2: 182
dfxtp: 182
## cell type report
cell class	instances	area, sq um	area share (%)
clock buffers	20	456.7	4.364
clock inverters	12	140.1	1.339
multi-input cells	364	2505	23.94
flip-flops and latches	182	3871	37.00
well taps	275	344.1	3.288
repair buffers	389	3147	30.07
## routing by layer
metal	part of all wire, %	track usage [%]	vias up
met5	0	0	-
met4	1.4	2.113	0
met3	10	6.510	12
met2	46	27.29	228
met1	42	22.97	2387
li1	-	-	2672
## where the power goes
group / internal, mW / switching, mW
Clock: 3.34 / 2.80
Combinational: 1.33 / 0.701
Sequential: 7.06 / 0.182
Total: 11.7 / 3.68
## timing repair
item                                    in CTS  in global routing
gates resized                              776                  9
endpoints found under the setup margin     182                145
setup buffers                                4                  1
No activity file was given, so power comes from the tool's default toggle rates.
