--- flow/design.v ---
module Branch_Target (
    PC,
    PC_Ex,
    PC_ALU,
    Br_Detected,
    clk,
    Hit,
    Target_Add,
    Stall_Detected
);
    parameter WIDTH_DATA_LENGTH = 32;
    parameter WIDTH_TAG_LENGTH = 32-2-3;
    parameter WIDTH_ENTRY_LENTH = 3;
    parameter ENTRY_DEPTH_LENGTH = 1<<3;
    input [WIDTH_DATA_LENGTH - 1:0] PC;
    input [WIDTH_DATA_LENGTH - 1:0] PC_Ex;
    input [WIDTH_DATA_LENGTH - 1:0] PC_ALU;
    input Br_Detected;
    input clk;
    input Stall_Detected;
    output reg Hit;
    output reg [WIDTH_DATA_LENGTH - 1:0] Target_Add;
    reg [WIDTH_TAG_LENGTH - 1: 0] TAG [0: ENTRY_DEPTH_LENGTH - 1];
    reg [WIDTH_DATA_LENGTH - 1:0] PR_PC [0: ENTRY_DEPTH_LENGTH - 1];
    wire [WIDTH_ENTRY_LENTH - 1:0] Entry;
    wire [WIDTH_ENTRY_LENTH - 1:0] Entry_Ex;
    wire [WIDTH_TAG_LENGTH - 1:0] PC_tag;
    wire [WIDTH_TAG_LENGTH - 1:0] PC_tag_Ex;
    wire [WIDTH_TAG_LENGTH - 1:0] PC_tagT;
    integer i;
    initial begin
        for (i = 0; i < ENTRY_DEPTH_LENGTH; i = i + 1) begin
            TAG [i] = 32'h0;
            PR_PC[i] = 32'h0;
        end
    end
    assign Entry = PC[WIDTH_ENTRY_LENTH - 1 + 2: 0 + 2];
    assign Entry_Ex = PC_Ex[WIDTH_ENTRY_LENTH - 1 + 2: 0 + 2];
    assign PC_tag = PC[WIDTH_DATA_LENGTH - 1: WIDTH_ENTRY_LENTH + 2];
    assign PC_tag_Ex = PC_Ex[WIDTH_DATA_LENGTH - 1: WIDTH_ENTRY_LENTH + 2];
    assign PC_tagT = TAG[Entry];
    assign Target_Add = PR_PC[Entry];
    assign Hit = &(PC_tag ~^ PC_tagT);
    always @(posedge clk ) begin
        if(Br_Detected & (!Stall_Detected)) begin
            TAG[Entry_Ex] = PC_tag_Ex;
            PR_PC[Entry_Ex] = PC_ALU;
        end
    end
endmodule
--- flow/run.sh ---
#!/bin/bash
# OpenROAD 26Q1-2900-gdf79404cd8, Yosys 0.63+post, stock flow scripts
make -C /OpenROAD-flow-scripts/flow DESIGN_CONFIG=/design/flow/config.mk WORK_HOME=/design/flow/orfs finish
--- flow/config.mk ---
export PLATFORM = sky130hd
export DESIGN_NAME = Branch_Target
export DESIGN_NICKNAME = Branch_Target
export VERILOG_FILES = /design/flow/design.v
export SDC_FILE = /design/flow/constraint.sdc
export NUM_CORES = 4
export LEC_CHECK = 1
export CORE_UTILIZATION = 50
--- flow/constraint.sdc ---
current_design Branch_Target

set clk_period 7.6
set clk_io_pct 0.2

create_clock -name clk0 -period $clk_period [get_ports {clk}]

set non_clock_inputs [all_inputs -no_clocks]
set_input_delay [expr $clk_period * $clk_io_pct] -clock clk0 $non_clock_inputs
set_output_delay [expr $clk_period * $clk_io_pct] -clock clk0 [all_outputs]
==> results.toml <==
# physical design summary
[run_status]
status = "finished, final reports clean"

[placed_design]
dp_cells = 1325
place_ws_ns = 1.40
placed_cell_area_mm2 = 0.0199
gp_congestion = 0.749
hpwl_um = 18500
place.port_buffers = 127

[logic_synthesis]
avgSynthCellArea_um2 = 24.0
syn_area_mm2 = 0.0181
yosys_warnings = 3
ys_top_cells_by_area = "edfxtp_1 (78%), mux4_2 (14%), mux2_2 (2.0%)"
synth-seq-cells = 472
synth_seq_share_pct = 78.3
largest_area_cell = "edfxtp_1"
yosys.area.top_type_share_pct = 78.3
ys_cells = 753
yosysUniqueCellTypes = 28
synthCells = 753
yosysChipArea_mm2 = 0.0181

[final_layout]
final_cells = 1413
final_area_mm2 = 0.0214
synthToLayoutAreaGrowth_pct = 18.4
final_cell_mix = "edfxtp_1 (472), clkdlybuf4s50_1 (124), mux4_2 (112)"
lay_top_count = "edfxtp_1"
drive_gt1_share_pct = 26.1
fillers = 2455

[floorplan]
die_w_um = 192
core_mm2 = 0.0356
io_pins = 132
fp-utilization_pct = 50.9
row_count = 69
die_h_um = 192
die-area_mm2 = 0.0370

[sta]
rsz0062_at_grt = "no"
slew-limit-headroom_pct = 46.8
period_needed_ns = 6.17
slew_viol_final = 0
finalClockPeriodUsage_pct = 81.2
finalSetupViolations = 0
fin_tns_setup_ns = 0
timing.fmax_mhz = 162
fin_ws_ns = 1.43
hold_viol_final = 0
worst_pin_slew_ns = 0.796

[clocking]
cts_tree = "yes"
cts_root_buf = "clkbuf_16"
cts.sinks = 472
post_cts_buffers = 0
cts_buffers = 48
path_clk_slew_ns = 0.06
cts_resized = 0
cts_hold_buf = 0
h-tree-depth = 2
cts_buffer_depth = 3

[route]
drt_wl_total_um = 34500
wire_per_inst_um = 24.4
vias = 7965
drtIter0Drc = 296
final_antenna_net_count = 0
viasPerCell = 5.64
firstDrtPassIters = 4
remaining_drc_errors = 0

[power_and_ir_drop]
pwr-share-clk_pct = 40.4
p_int_mw = 4.40
switchingPower_mw = 1.05
powerDensity_mw_per_mm2 = 255
p_sw_share_pct = 19.2
ir_drop_mv = 0.223
p_leak_nw = 6.78
sequentialPowerShare_pct = 53.7
combPwrFrac_pct = 5.8

[global_route]
grt_pass1_wl_um = 51400
grt_usage_pct = 22.1
grt-ovfl-total = 0
grt_pass1_vias = 8982
antenna_found_initial = 5
grt_start_max_net_pins = 53

[run]
warnings = 29
maxCapViolCount = 0

[critical_path]
cpPeakStageDelay_ns = 0.56
crit_top_cell = "buf_4"
critPathMaxFanout = 35
crit_path_top_delay_cell = "buf_4"
arrival_ns = 4.65
cp_data_required_time_ns = 6.08
crit_path_cell_trace = "buf_4 > buf_4 > and2_1 > nand2_1 > a31o_2 > a2111oi_2 > nand4_1 > nor4_2 > clkdlybuf4s50_1"
endpoint_kind = "output pin"
cp-start-kind = "input port"
crit_start = "PC[3]"
path_class = "in -> out"
crit_path_end = "Hit"

[min_path]
hold_class = "in -> reg"
cells by family after synthesis:
group / after synthesis / share of synthesized area (%)
buffers and inverters: 33 / 1.14
multiplexers: 179 / 17.9
AND-OR/OR-AND: 8 / 0.373
flip-flops: 472 / 78.3
XOR/XNOR: 25 / 1.21
AND/OR/NAND/NOR: 36 / 1.08
registers in the layout (all words and copies together), names as in the netlist:
signal / flops
PR_PC: 256
TAG: 216
Yosys cell counts:
library cell	count
a2111oi_2	1
a21oi_1	1
a22oi_1	4
a31o_2	2
and2_1	1
buf_1	4
buf_12	1
buf_2	17
buf_4	2
buf_6	5
clkbuf_1	4
edfxtp_1	472
mux2_2	32
mux2i_1	35
mux4_2	112
nand2_1	9
nand2b_1	3
nand3_1	1
nand3b_1	1
nand4_1	4
nor2_1	8
nor2b_1	2
nor3_1	2
nor4_1	2
nor4_2	2
or3b_2	1
xnor2_1	19
xor2_1	6
through the flow:
| step | hold slack (ns) | total power [mW] | util (%) |
|---|---|---|---|
| 4_1_cts | 1.67 | 5.52 | 60.2 |
| 3_5_place_dp | 2.25 | 3.31 | 56.0 |
| 3_3_place_gp | 2.22 | 3.30 | 56.0 |
| 5_1_grt | 1.69 | 5.64 | 60.2 |
| 6_report | 1.70 | 5.45 | 60.2 |
| 2_1_floorplan | 1.62 | 3.15 | - |
cell type report:
cell class	instances	area (um2)	area share (%)
timing repair buffer	144	1400	6.52
clock buffer	57	1260	5.86
clock inverter	30	245	1.14
multi-input combinational	248	3770	17.6
sequential	472	14200	66.2
antenna	1	2.50	0.0117
tap	461	577	2.69
critical path: cells and delay by family:
kind            cells  cell delay, ns
simple gates        4            1.00
buf+inv             3            1.51
compound gates      2            0.60
how the worst min path moves through the flow:
stage | startpoint | slack [ns] | cells past startpoint | end
CTS | PC_Ex[9] | 1.67 | 1 | TAG[3][4]
finish | PC_ALU[4] | 1.70 | 1 | PR_PC[0][4]
global route | PC_ALU[4] | 1.69 | 1 | PR_PC[3][4]
metal layers:
layer  global-route usage [%]  vias to the layer above  wire, um
li1                         -                     3530         -
met1                     28.3                     3934     11200
met2                     34.7                      434     17900
met3                     14.0                       59      4660
met4                     3.69                        8       643
met5                        0                        -        50
power groups by stage:
stage | Sequential [mW] | Clock, mW | Combinational (mW)
finish | 2.93 | 2.20 | 0.318
global route | 2.93 | 2.36 | 0.348
CTS | 2.93 | 2.26 | 0.327
No activity file was given, so power comes from the tool's default toggle rates.
